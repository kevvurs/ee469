===== run.sh =====
#!/bin/bash
# OpenROAD 26Q1-2900-gdf79404cd8, Yosys 0.63+post, stock flow scripts
make -C /OpenROAD-flow-scripts/flow DESIGN_CONFIG=/design/flow/config.mk WORK_HOME=/design/flow/orfs finish

===== config.mk =====
export PLATFORM = sky130hd
export DESIGN_NAME = Reg_Create
export DESIGN_NICKNAME = Reg_Create
export VERILOG_FILES = /design/flow/design.v
export SDC_FILE = /design/flow/constraint.sdc
export NUM_CORES = 4
export LEC_CHECK = 1
export CORE_UTILIZATION = 50

===== constraint.sdc =====
current_design Reg_Create

set clk_period 1.0
set clk_io_pct 0.2

create_clock -name clk0 -period $clk_period [get_ports {clk}]

set non_clock_inputs [all_inputs -no_clocks]
set_input_delay [expr $clk_period * $clk_io_pct] -clock clk0 $non_clock_inputs
set_output_delay [expr $clk_period * $clk_io_pct] -clock clk0 [all_outputs]

===== design.v =====
module Reg_Create #(parameter WIDTH=64) (q, in, en, reset, clk);
	output logic [WIDTH-1:0] q;
	input logic [WIDTH-1:0] in;
	input logic en, reset, clk; 
	logic [WIDTH-1:0] d;
	genvar j;
	generate
		for(j=0; j < WIDTH; j++) begin : MUXXES
			mux2_1 createReg (.out(d[j]), .feedback(q[j]), .in(in[j]), .en(en));
		end
	endgenerate
	genvar i;
	generate
		for(i=0; i<WIDTH; i++) begin : eachDff       
			d_ff D_FF (.q(q[i]),  .d(d[i]), .reset(reset),  .clk);
		end   
	endgenerate	
endmodule 
module d_ff (q, d, reset, clk);
	output reg q;
	input d, reset, clk; 
	always_ff @(posedge clk)
		if 
			(reset) q <= 0;   
		else
			q <= d;  
endmodule
module mux2_1(out, feedback, in, en);   
	output logic out;    
	input  logic feedback, in, en; 
	logic out1, out2;
	and(out1, in, en);
	and (out2, feedback, ~en);
	or (out, out1, out2);
endmodule    

==> impl_metrics.py <==
# Generated from Yosys and OpenROAD reports
metrics = {
    "status": {
        "outcome": "completed",
    },
    "final_timing": {
        "max_slew_margin_pct": 89.32,
        "final_slew_viol_count": 0,
        "rsz0062_at_grt": "no",
        "worst-slew-pin-transition_ns": 0.1557,
        "setup-violations-final": 0,
        "final.min_clock_period_ns": 0.9488,
        "clock_skew_ns": 0,
        "worst_hold_slack_ns": 0.2538,
        "timing_hold_violations_final": 0,
        "tns_ns": 0,
        "finalClockPeriodUsage_pct": 94.88,
        "max_freq_ghz": 1.054,
    },
    "cts": {
        "htree_levels": 3,
        "clk-insertion-delay-late_ns": 0.32,
        "clkTransAtPathRegs_ns": 0.06,
        "cts_max_path_buffers": 2,
        "root_buffer": "clkbuf_8",
        "tritoncts_clock_tree": "yes",
        "cts.sinks": 64,
        "cts_hold_repair.buffers": 0,
        "tritoncts.num_buffers": 9,
    },
    "critical_path": {
        "worst-r2r-cell-count": 3,
        "setup.worst_path.class": "register to primary output",
        "path_depth": 1,
        "crit_required_ns": 0.80,
        "critical_path.cell_chain": "buf_2",
        "crit_path_end": "q[44]",
        "critical-path-max-stage-delay_ns": 0.32,
        "end_kind": "primary output",
        "cp-start-kind": "register",
        "cp_top_family": "flip-flops",
        "critical_path.n_buffers_inverters": 1,
        "crit_slowest_cell": "dfxtp_2",
        "regToRegSetupSlack_ns": 0.29,
        "worst-path-max-fanout": 2,
        "crit_arrival_ns": 0.75,
    },
    "synth": {
        "ys_seq_share_pct": 46.23,
        "syn_area_sq_um": 2771,
        "postSynthCellCount": 270,
        "synth.yosys.num_cells": 270,
        "synthesis.area_per_instance_sq_um": 10.26,
        "yosysWarningCount": 1,
        "yosysTopAreaCellShare_pct": 46.23,
        "ys_chip_area_sq_um": 2771,
        "synth.largest_area_cell": "dfxtp_1",
        "ys_ff": 64,
        "post_synth_main_area_contributors": "dfxtp_1, mux2i_1, buf_4",
        "distinct_cell_type_count_of_the_synthesized_netlist": 8,
    },
    "pwr": {
        "ratio_of_total_power_to_cell_area_nw_per_um2": 1534,
        "clock_power_share_pct": 35.9,
        "share_comb_of_total_power_pct": 13.8,
        "pwr-share-seq_pct": 50.4,
        "power_switching_uw": 1175,
        "p_sw_share_pct": 21.18,
        "internal_power_uw": 4375,
        "power.static_leakage_uw": 0.001787,
        "vdd.ir_drop.worst_mv": 0.9723,
    },
    "placed_design": {
        "dp.final_hpwl_microns": 3603,
        "finalWeightedCongestion": 0.7260,
        "i_o_buffers": 130,
        "numPlacedInstances": 399,
    },
    "grt": {
        "grt_max_degree": 31,
        "first_global_vias": 1843,
        "gr-total-overflow": 0,
        "grt_pass1_wl_microns": 8645,
        "antenna_found_initial": 0,
        "global_route.usage.total_pct": 18.78,
    },
    "job": {
        "number_of_warnings_the_tools_reported": 26,
        "max_cap_violations": 0,
    },
    "drt": {
        "number_of_antenna_cells_inserted": 0,
        "route.vias.total": 1833,
        "wl_met3_microns": 521,
        "avgViaCountPerCell": 4.438,
        "wl_met2_microns": 2208,
        "drt_wl_total_microns": 5217,
        "wl_per_cell_microns": 12.63,
        "drt-pass1-iter-count": 2,
        "drt.antenna.violating_nets": 0,
        "dr.first_iter.drc_count": 63,
        "drc": 0,
        "highest-signal-layer": "met4",
        "met1Wirelength_microns": 2419,
    },
    "floorplan": {
        "chip_area_sq_um": 5845,
        "initial_core_util_pct": 52.91,
        "boundaryPins": 131,
        "die_height_microns": 76.45,
        "placement_rows": 26,
        "dieWidth_microns": 76.45,
        "core_sq_um": 5238,
    },
    "finish": {
        "drive_above_1_share_pct": 44.02,
        "post_layout_nonfiller_instances": 413,
        "mostFrequentLayoutCell": "buf_2",
        "fill_cell_total_of_the_finished_layout": 413,
        "layout-area-overhead-vs-synth_pct": 30.52,
        "most_common_logic_cells_in_the_final_layout": "buf_2, mux2i_1, nor2_1, dfxtp_2, clkdlybuf4s50_1",
    },
    "hold_path": {
        "holdCritPathClass": "input port to register",
    },
}
layer usage:
layer,up-vias,track usage (%)
met2,80,28.11
met3,8,6.569
met1,799,27.43
li1,946,-
met4,0,3.462
met5,-,0
logic make-up (layout without fill, tap and decap cells):
kind of cell	after synthesis	in the layout	synth area share [%]
flops	64	64	46.23
mux	64	64	23.11
simple gates	64	64	8.668
buf+inv	78	151	21.99
through the flow:
step                      utilization, %  total power, uW  area, sq um  setup slack (ns)
after floorplan                        -             3317         2771            0.1459
after detailed placement           70.09             3729         3671          0.001131
after global routing               69.06             5836         3617           0.01812
final                              69.06             5551         3617           0.05124
after CTS                          69.06             5627         3617           0.03087
after global placement             70.09             3719         3671          0.001481
worst reg2reg max path: stages (launching register included):
cell	delay, ns
dfxtp_2	0.31
buf_4	0.12
mux2i_1	0.12
nor2_1	0.05
power groups by stage:
stage	Clock [uW]	Sequential, uW	Combinational, uW
CTS	2060	2800	776
global route	2180	2810	838
finish	1990	2800	764
worst min path at each step:
| stage | startpoint | endpoint | slack, ns | cells past startpoint |
|---|---|---|---|---|
| after CTS | en | register | 0.25 | 3 |
| after global routing | en | register | 0.27 | 3 |
| final | en | register | 0.25 | 3 |
area by class of cell:
class,count,area [sq um],share of cell area (%)
Sequential cell,64,1361,37.63
Timing Repair Buffer,138,1109,30.65
Multi-Input combinational cell,128,880.8,24.35
Clock buffer,13,178.9,4.946
Tap cell,70,87.58,2.421
synthesized netlist by cell type:
cell type,number
dfxtp_1,64
mux2i_1,64
buf_6,1
buf_8,6
clkbuf_2,1
nor2_1,64
buf_4,64
buf_1,6
repair_timing:
action / CTS / global route
setup buffers: 1 / 0
endpoints found under the setup margin: 64 / 0
gates resized: 257 / 0
No activity file was given, so power comes from the tool's default toggle rates.
