$ cat flow/config.mk
export PLATFORM = sky130hd
export DESIGN_NAME = Decoder
export DESIGN_NICKNAME = Decoder
export VERILOG_FILES = /design/flow/design.v
export SDC_FILE = /design/flow/constraint.sdc
export NUM_CORES = 4
export LEC_CHECK = 1
export CORE_AREA = 10 10 70 70
export DIE_AREA = 0 0 80 80
$ cat flow/design.v
`timescale 1ns/10ps
module Decoder (writeReg, RegWrite, regSelect);
	input [4:0] writeReg;
	input RegWrite;
	output [31:0] regSelect;
	parameter delay = 5;
	logic case1, case2, case3, case4, case5, case6, case7, case8;
	and #delay (case1, ~writeReg[4], ~writeReg[3], ~writeReg[2]);
	and #delay (case2, ~writeReg[4], ~writeReg[3], writeReg[2]);
	and #delay (case3, ~writeReg[4], writeReg[3], ~writeReg[2]);
	and #delay (case4, ~writeReg[4], writeReg[3], writeReg[2]);
	and #delay (case5, writeReg[4], ~writeReg[3], ~writeReg[2]);
	and #delay (case6, writeReg[4], ~writeReg[3], writeReg[2]);
	and #delay (case7, writeReg[4], writeReg[3], ~writeReg[2]);
	and #delay (case8, writeReg[4], writeReg[3], writeReg[2]);
	assign regSelect[31] = 0;
	and #delay (regSelect[0], RegWrite, case1, ~writeReg[1], ~writeReg[0]);
	and #delay (regSelect[1], RegWrite, case1, ~writeReg[1], writeReg[0]);
	and #delay (regSelect[2], RegWrite, case1, writeReg[1], ~writeReg[0]);
	and #delay (regSelect[3], RegWrite, case1, writeReg[1], writeReg[0]);
	and #delay (regSelect[4], RegWrite, case2, ~writeReg[1], ~writeReg[0]);
	and #delay (regSelect[5], RegWrite, case2, ~writeReg[1], writeReg[0]);
	and #delay (regSelect[6], RegWrite, case2, writeReg[1], ~writeReg[0]);
	and #delay (regSelect[7], RegWrite, case2, writeReg[1], writeReg[0]);
	and #delay (regSelect[8], RegWrite, case3, ~writeReg[1], ~writeReg[0]);
	and #delay (regSelect[9], RegWrite, case3, ~writeReg[1], writeReg[0]);
	and #delay (regSelect[10], RegWrite, case3, writeReg[1], ~writeReg[0]);
	and #delay (regSelect[11], RegWrite, case3, writeReg[1], writeReg[0]);
	and #delay (regSelect[12], RegWrite, case4, ~writeReg[1], ~writeReg[0]);
	and #delay (regSelect[13], RegWrite, case4, ~writeReg[1], writeReg[0]);
	and #delay (regSelect[14], RegWrite, case4, writeReg[1], ~writeReg[0]);
	and #delay (regSelect[15], RegWrite, case4, writeReg[1], writeReg[0]);
	and #delay (regSelect[16], RegWrite, case5, ~writeReg[1], ~writeReg[0]);
	and #delay (regSelect[17], RegWrite, case5, ~writeReg[1], writeReg[0]);
	and #delay (regSelect[18], RegWrite, case5, writeReg[1], ~writeReg[0]);
	and #delay (regSelect[19], RegWrite, case5, writeReg[1], writeReg[0]);
	and #delay (regSelect[20], RegWrite, case6, ~writeReg[1], ~writeReg[0]);
	and #delay (regSelect[21], RegWrite, case6, ~writeReg[1], writeReg[0]);
	and #delay (regSelect[22], RegWrite, case6, writeReg[1], ~writeReg[0]);
	and #delay (regSelect[23], RegWrite, case6, writeReg[1], writeReg[0]);
	and #delay (regSelect[24], RegWrite, case7, ~writeReg[1], ~writeReg[0]);
	and #delay (regSelect[25], RegWrite, case7, ~writeReg[1], writeReg[0]);
	and #delay (regSelect[26], RegWrite, case7, writeReg[1], ~writeReg[0]);
	and #delay (regSelect[27], RegWrite, case7, writeReg[1], writeReg[0]);
	and #delay (regSelect[28], RegWrite, case8, ~writeReg[1], ~writeReg[0]);
	and #delay (regSelect[29], RegWrite, case8, ~writeReg[1], writeReg[0]);
	and #delay (regSelect[30], RegWrite, case8, writeReg[1], ~writeReg[0]);
endmodule
module Decoder_testbench();
	logic [4:0] writeReg;
	logic RegWrite;
	logic [31:0] regSelect;
	parameter delay = 10;
	Decoder dut (writeReg, RegWrite, regSelect);
 initial begin
	writeReg = 5'b0000; RegWrite = 1; #delay;
	writeReg = 5'b0010;               #delay;
	writeReg = 5'b1010; RegWrite = 0; #delay;
	                    RegWrite = 1; #delay;
																		#delay;
 end
endmodule
$ cat flow/constraint.sdc
current_design Decoder

set clk_period 2.4
set clk_io_pct 0.2

create_clock -name clk0 -period $clk_period

set non_clock_inputs [all_inputs -no_clocks]
set_input_delay [expr $clk_period * $clk_io_pct] -clock clk0 $non_clock_inputs
set_output_delay [expr $clk_period * $clk_io_pct] -clock clk0 [all_outputs]
$ cat flow/run.sh
#!/bin/bash
# OpenROAD 26Q1-2900-gdf79404cd8, Yosys 0.63+post, stock flow scripts
make -C /OpenROAD-flow-scripts/flow DESIGN_CONFIG=/design/flow/config.mk WORK_HOME=/design/flow/orfs finish
==> results.py <==
# Physical implementation metrics
metrics = {
    "outcome": {
        "status": "finished clean",
    },
    "detailed_routing": {
        "wl_mm": 1.649,
        "viasPerCell": 3.496,
        "antenna_left": 0,
        "drtPass1Iterations": 3,
        "top_layer_used": "met3",
        "diodes": 0,
        "drtIter0Drc": 51,
        "wl_met3_um": 145,
        "dr_total_vias": 465,
        "wl_met2_um": 809,
        "wl_per_cell_um": 12.40,
        "drt-met1-wl_um": 695,
        "drc": 0,
    },
    "power": {
        "power.internal_mw": 0.03246,
        "leakagePower_nw": 0.3137,
        "ir_drop_v": 0.00001710,
        "power_frac_seq": 0,
        "switching_share": 0.4686,
        "pwr-share-clk": 0,
        "power.density_nw_per_um2": 80.03,
        "combPwrFrac": 1.000,
        "p_sw_mw": 0.02862,
    },
    "die": {
        "die_h_um": 80,
        "rows": 21,
        "fp.coreArea_um2": 3416,
        "io_pins": 38,
        "die_x_um": 80,
        "dieArea_um2": 6400,
        "fp-utilization": 0.06960,
    },
    "placement": {
        "gp_congestion": 0.7831,
        "io_buffers": 37,
        "dp_slack_ns": -0.1848,
        "post-dp-hpwl_mm": 1.337,
    },
    "critical_path": {
        "start_kind": "input pin",
        "worstSetupPathType": "input pin to output port",
        "cp.arrival_ns": 1.77,
        "required_ns": 1.92,
        "critPathMaxFanout": 7,
        "worstSetupEndpointType": "output port",
    },
    "timing": {
        "finalSetupViolCount": 0,
        "rsz0062_at_grt": "no",
        "slew_violations": 0,
        "fin_crit_sh": 0.9391,
        "setup_ws_ns": 0.1461,
        "clock.fmax_mhz": 443.7,
        "fin_setup_tns_ns": 0,
        "hold_viol_final": 0,
        "fin_crit_ns": 2.254,
    },
    "yosys": {
        "ys.warnings.count": 0,
        "topCellsByArea": "nor2_1 (49%), nand4bb_1 (14%), nand4b_1 (11%)",
        "synth_area_um2": 237.7,
        "ys_seq_frac": 0,
        "yosys_cells": 48,
        "yosysTopAreaCell": "nor2_1",
        "avgSynthCellArea_um2": 4.953,
        "top_cell_area_share": 0.4895,
        "synth_cell_type_count": 11,
        "ys_area_um2": 237.7,
        "syn_inst": 48,
    },
    "clocking": {
        "hold_buffers": 0,
    },
    "job": {
        "tool_warnings": 33,
        "maxCapViolCount": 0,
    },
    "global_route": {
        "grt_start_max_net_pins": 9,
        "grt_pass1_vias": 433,
        "antenna_found_initial": 0,
        "overflow": 0,
        "grt_use_total": 0.04710,
        "grt_pass1_wl_mm": 2.511,
    },
    "min_path": {
        "hold_end": "regSelect[26]",
        "whs_path_depth": 4,
        "hp-start": "writeReg[4]",
        "hp-class": "input pin to output port",
    },
    "finish": {
        "drive_gt1_frac": 0.1724,
        "fillCellCount": 374,
        "syn_to_final_growth_pct": 221.1,
        "ff_latch_area_um2": 0,
        "ff_count": 0,
        "nClkBuffers": 0,
    },
}
## metal layers
metal	track usage	vias to the layer above
li1	-	236
met3	0.009091	0
met4	0	0
met1	0.05669	212
met5	0	-
met2	0.08828	17
## critical path, cell delays in order
cell             delay (ns)
dlygate4sd2_1          0.24
buf_4                  0.16
nand4b_1               0.26
nor2_1                 0.15
clkdlybuf4s50_1        0.48
## logic make-up (layout without fill, tap and decap cells)
family        after synthesis  count (layout)  synth area share
simple gates               43              43            0.9053
buf+inv                     4              43           0.07896
other cells                 1               1           0.01577
## stage by stage
stage	power (mW)	hold slack [ns]	cell area (µm²)	utilization	cells
final	0.06108	1.517	763.2	0.2234	133
after global routing	0.06712	1.576	763.2	0.2234	133
after CTS	0.05295	1.573	694.4	0.2033	133
after detailed placement	0.05151	2.048	676.9	0.1982	131
after global placement	0.05073	2.039	676.9	0.1982	131
after floorplan	0.01724	1.066	237.7	-	48
## worst max-delay path by stage
stage                  startpoint             to  slack (ns)  cells after the start
after CTS             writeReg[0]   regSelect[2]       -0.02                      4
after global routing  writeReg[1]  regSelect[13]        0.07                      5
final                 writeReg[2]  regSelect[11]        0.15                      5
## synth_stat cells
cell / instances
nor2_1: 31
clkbuf_1: 3
nand4b_1: 3
nand4bb_1: 3
nand2b_1: 2
buf_4: 1
conb_1: 1
nand2_1: 1
nand4_1: 1
or2_1: 1
or4b_1: 1
## placed cells by master (no fill, tap or decap)
cell type         n
clkdlybuf4s50_1  24
nor2_2            2
nand4b_1          3
dlygate4sd2_1     9
conb_1            1
nand4bb_4         3
or2_4             1
nand2b_2          2
buf_4             4
nand2_1           1
buf_6             2
or4b_4            1
dlymetal6s2s_1    4
nor2_1           29
nand4_1           1
## cell type report
cell class | instances | area (µm²) | share of cell area
well taps | 46 | 57.56 | 0.07541
multi-input cells | 44 | 284.0 | 0.3721
repair buffers | 43 | 421.7 | 0.5525
## repair_timing
action                     in CTS  in global routing
resized                        13                 11
setup buffers                   2                  0
cloned                          0                  0
setup endpoints to repair      28                 27
pin swaps                      10                  4
## power by group through the flow
stage	Combinational, mW	Clock (mW)	Sequential [mW]
global route	0.0671	0	0
finish	0.0611	0	0
CTS	0.0530	0	0
Power is estimated from default activity; no workload was simulated.
